[./design.v]
module simran_rv32i(clk,RN,NPC,WB_OUT);
input clk;
input RN;
integer k;
wire  EX_MEM_COND ;
reg 
BR_EN;
reg[31:0] 
IF_ID_IR,
IF_ID_NPC;                                
reg[31:0] 
ID_EX_A,
ID_EX_B,
ID_EX_RD,
ID_EX_IMMEDIATE,
ID_EX_IR,ID_EX_NPC;      
reg[31:0] 
EX_MEM_ALUOUT,
EX_MEM_B,EX_MEM_IR;                        
parameter 
ADD=3'd0,
SUB=3'd1,
AND=3'd2,
OR=3'd3,
XOR=3'd4,
SLT=3'd5,
ADDI=3'd0,
SUBI=3'd1,
ANDI=3'd2,
ORI=3'd3,
XORI=3'd4,
LW=3'd0,
SW=3'd1,
BEQ=3'd0,
BNE=3'd1,
SLL=3'd0,
SRL=3'd1;
parameter 
AR_TYPE=7'd0,
M_TYPE=7'd1,
BR_TYPE=7'd2,
SH_TYPE=7'd3;
reg[31:0] 
MEM_WB_IR,
MEM_WB_ALUOUT,
MEM_WB_LDM;                      
output reg [31:0]WB_OUT,NPC;
reg [31:0]REG[0:31];                                               
reg [31:0]MEM[0:31];                                             
reg [31:0]DM[0:31];   
always @(posedge clk or posedge RN) begin
    if(RN) begin
    NPC<= 32'd0;
    BR_EN<= 1'd0; 
    REG[0] <= 32'h00000000;
    REG[1] <= 32'd1;
    REG[2] <= 32'd2;
    REG[3] <= 32'd3;
    REG[4] <= 32'd4;
    REG[5] <= 32'd5;
    REG[6] <= 32'd6;
    end
    else begin
    NPC <= BR_EN ? EX_MEM_ALUOUT : NPC +32'd1;
    BR_EN <= 1'd0;
    IF_ID_IR <=MEM[NPC];
    IF_ID_NPC <=NPC+32'd1;
    end
end
always @(posedge RN) begin
MEM[0] <= 32'h02208300;          
MEM[1] <= 32'h02209380;          
MEM[2] <= 32'h0230a400;          
MEM[3] <= 32'h02513480;          
MEM[4] <= 32'h0240c500;          
MEM[5] <= 32'h02415580;          
MEM[6] <= 32'h00520600;          
MEM[7] <= 32'h00209181;          
MEM[8] <= 32'h00208681;          
MEM[9] <= 32'h00f00002;          
MEM[25] <= 32'h00210700;          
end
always @(posedge clk) begin
ID_EX_A <= REG[IF_ID_IR[19:15]];
ID_EX_B <= REG[IF_ID_IR[24:20]];
ID_EX_RD <= REG[IF_ID_IR[11:7]];
ID_EX_IR <= IF_ID_IR;
ID_EX_IMMEDIATE <= {{20{IF_ID_IR[31]}},IF_ID_IR[31:20]};
ID_EX_NPC<=IF_ID_NPC;
end
always@(posedge clk) begin
EX_MEM_IR <=  ID_EX_IR;
case(ID_EX_IR[6:0])
AR_TYPE:begin
    if(ID_EX_IR[31:25]== 7'd1)begin
    case(ID_EX_IR[14:12])
    ADD:EX_MEM_ALUOUT <= ID_EX_A + ID_EX_B;
    SUB:EX_MEM_ALUOUT <= ID_EX_A - ID_EX_B;
    AND:EX_MEM_ALUOUT <= ID_EX_A & ID_EX_B;
    OR :EX_MEM_ALUOUT <= ID_EX_A | ID_EX_B;
    XOR:EX_MEM_ALUOUT <= ID_EX_A ^ ID_EX_B;
    SLT:EX_MEM_ALUOUT <= (ID_EX_A < ID_EX_B) ? 32'd1 : 32'd0;
    endcase
    end
    else begin
        case(ID_EX_IR[14:12])
        ADDI:EX_MEM_ALUOUT <= ID_EX_A + ID_EX_IMMEDIATE;
        SUBI:EX_MEM_ALUOUT <= ID_EX_A - ID_EX_IMMEDIATE;
        ANDI:EX_MEM_ALUOUT <= ID_EX_A & ID_EX_B;
        ORI:EX_MEM_ALUOUT  <= ID_EX_A | ID_EX_B;
        XORI:EX_MEM_ALUOUT <= ID_EX_A ^ ID_EX_B;
        endcase
    end
end
M_TYPE:begin
    case(ID_EX_IR[14:12])
    LW  :EX_MEM_ALUOUT <= ID_EX_A + ID_EX_IMMEDIATE;
    SW  :EX_MEM_ALUOUT <= ID_EX_IR[24:20] + ID_EX_IR[19:15];
    endcase
end
BR_TYPE:begin
    case(ID_EX_IR[14:12])
    BEQ:begin 
    EX_MEM_ALUOUT <= ID_EX_NPC+ID_EX_IMMEDIATE;
    BR_EN <= 1'd1 ? (ID_EX_IR[19:15] == ID_EX_IR[11:7]) : 1'd0;
end
BNE:begin 
    EX_MEM_ALUOUT <= ID_EX_NPC+ID_EX_IMMEDIATE;
    BR_EN <= (ID_EX_IR[19:15] != ID_EX_IR[11:7]) ? 1'd1 : 1'd0;
end
endcase
end
SH_TYPE:begin
case(ID_EX_IR[14:12])
SLL:EX_MEM_ALUOUT <= ID_EX_A << ID_EX_B;
SRL:EX_MEM_ALUOUT <= ID_EX_A >> ID_EX_B;
endcase
end
endcase
end
always@(posedge clk) begin
MEM_WB_IR <= EX_MEM_IR;
case(EX_MEM_IR[6:0])
AR_TYPE:MEM_WB_ALUOUT <=  EX_MEM_ALUOUT;
SH_TYPE:MEM_WB_ALUOUT <=  EX_MEM_ALUOUT;
M_TYPE:begin
case(EX_MEM_IR[14:12])
LW:MEM_WB_LDM <= DM[EX_MEM_ALUOUT];
SW:DM[EX_MEM_ALUOUT]<=REG[EX_MEM_IR[11:7]];
endcase
end
endcase
end
always@(posedge clk) begin
case(MEM_WB_IR[6:0])
AR_TYPE:begin 
WB_OUT<=MEM_WB_ALUOUT;
REG[MEM_WB_IR[11:7]]<=MEM_WB_ALUOUT;
end
SH_TYPE:begin
WB_OUT<=MEM_WB_ALUOUT;
REG[MEM_WB_IR[11:7]]<=MEM_WB_ALUOUT;
end
M_TYPE:begin
case(MEM_WB_IR[14:12])
LW:begin
WB_OUT<=MEM_WB_LDM;
REG[MEM_WB_IR[11:7]]<=MEM_WB_LDM;
end
endcase
end
endcase
end
endmodule
[./run.sh]
#!/bin/bash
# OpenROAD 26Q1-2900-gdf79404cd8, Yosys 0.63+post, stock flow scripts
make -C /OpenROAD-flow-scripts/flow DESIGN_CONFIG=/design/flow/config.mk WORK_HOME=/design/flow/orfs finish
[./config.mk]
export PLATFORM = sky130hd
export DESIGN_NAME = simran_rv32i
export DESIGN_NICKNAME = simran_rv32i
export VERILOG_FILES = /design/flow/design.v
export SDC_FILE = /design/flow/constraint.sdc
export NUM_CORES = 4
export LEC_CHECK = 1
export CORE_UTILIZATION = 40
[./constraint.sdc]
current_design simran_rv32i

set clk_period 25.4
set clk_io_pct 0.2

create_clock -name clk0 -period $clk_period [get_ports {RN}]
create_clock -name clk1 -period $clk_period [get_ports {clk}]

set non_clock_inputs [all_inputs -no_clocks]
set_input_delay [expr $clk_period * $clk_io_pct] -clock clk0 $non_clock_inputs
set_output_delay [expr $clk_period * $clk_io_pct] -clock clk0 [all_outputs]
==> flow_summary_export.csv <==
group,metric,value,unit
power,ir_worst_vdd,0.0636,mV
drt,finalWirelength,242000,um
logic_synthesis,synthArstFlopShare,1.94,%
sta,setup_violations,0,
floorplanning,chipArea,185000,um^2
logic_synthesis,ys_chip_area,73300,um^2
grt,antenna_found_initial,5,
grt,grt_max_degree,97,
logic_synthesis,synth-edff-count,1488,
critical_path,r2r_start,"ID_EX_A[6]$_DFF_P_",
critical_path,r2r_slack,20510,ps
sta,tns,0,ps
clocking,cts_tree,"yes",
logic_synthesis,top_area_cell,"edfxtp_1",
critical_path,slowest_stage,"clkbuf_16",
placement,io_buffer_count,64,
power,seqPwrFrac,53.0,%
sta,rsz0062_at_grt,"no",
power,p_sw,1170,uW
cells_and_area,register_area,48100,um^2
critical_path,cp.arrival,13100,ps
clocking,clk_pin_slew,60,ps
logic_synthesis,flop_cell,"edfxtp_1",
logic_synthesis,syn_inst,4855,
sta,relSlewSlack,31.0,%
floorplanning,die_h,430,um
power,power.density,66.4,nW/um^2
grt,track_usage,28.3,%
clocking,postCtsHoldBufs,0,
drt,drc,0,
critical_path,path_cells,"clkbuf_16 -> clkbuf_16 -> inv_1",
floorplanning,placementRows,156,
drt,vias_per_cell,6.24,
power,switching_share,21.2,%
logic_synthesis,synthDistinctLibCells,105,
logic_synthesis,ys_cells,4855,
placement,postPlaceCellArea,77300,um^2
power,p_leak,0.0293,uW
sta,timing.hold.ws,-284,ps
worst_hold_path,hold_class,"clk -> reg",
power,p_int,4360,uW
cells_and_area,syn_to_final_growth,13.8,%
critical_path,crit_start,"RN",
sta,hold_viol,48,
drt,ant_nets,0,
critical_path,crit_type,"clk -> reg",
flow_run,cap_violations,0,
critical_path,critPathLaunchType,"clock port",
floorplanning,initCoreUtil,40.4,%
critical_path,worstPathRequired,25900,ps
critical_path,max_stage_delay,180,ps
floorplanning,die_x,430,um
critical_path,cp-end-kind,"flop",
drt,num_vias,47100,
drt,drt_first_pass_iters,8,
placement,gp_congestion,1.05,
logic_synthesis,ys_warn_count,1125,
worst_hold_path,min_from,"RN",
grt,grt_pass1_wl,347000,um
critical_path,cpLargestDelayFamily,"buffers and inverters",
drt,avgRoutedWirePerCell,32.1,um
logic_synthesis,area_leaders,"edfxtp_1 61%, mux4_2 8.9%, dfxtp_1 3.6%",
logic_synthesis,avgSynthCellArea,15.1,um^2
critical_path,worst_path_most_repeated_cell,"clkbuf_16",
run_status,status,"finished, violations left",
clocking,cts_setup_buffers,0,
floorplanning,ios,66,
cells_and_area,logic_area,23700,um^2
cells_and_area,fin_area,83300,um^2
logic_synthesis,ys_seq_share,65.6,%
sta,drv_slew,0,
clocking,ctsResizeCount,0,
cells_and_area,drive_gt1_share,17.5,%
grt,grt_remaining_overflow,0,
grt,grt_pass1_vias,49200,
logic_synthesis,ys.flops,1650,
run_status,violations,"negative hold slack",
power,combPwrFrac,0,%
floorplanning,core,181000,um^2
logic_synthesis,synth_area,73300,um^2
critical_path,crit_buf_inv,3,
logic_synthesis,top_cell_area_share,61.0,%
flow_run,warnings,179,
cells_and_area,fillCellCount,15300,
power,clkPwrFrac,47.0,%
critical_path,cp_max_fo,14,
sta,worst_slew_pin_slew,1010,ps
placement,hpwlAfterDp,152000,um
sta,fin_worst_skew,99.4,ps
drt,drtIter0Drc,4281,
sequential cells by signal, summed over array words and instances (netlist names):
register,count
DM,1024
EX_MEM_ALUOUT,32
EX_MEM_IR,9
ID_EX_A,32
ID_EX_B,32
ID_EX_IMMEDIATE,5
ID_EX_IR,11
ID_EX_NPC,32
IF_ID_IR,16
IF_ID_NPC,32
MEM_WB_ALUOUT,32
MEM_WB_IR,9
MEM_WB_LDM,32
NPC,32
REG,288
WB_OUT,32
synth_stat cells (86+ instances only):
master,instances
a21oi_1,193
a221oi_1,86
a22oi_1,218
clkbuf_1,238
dfxtp_1,130
edfxtp_1,1488
ha_1,120
inv_1,131
mux4_2,288
nand2_1,180
nand3_1,137
nor2_1,292
o21ai_0,123
xnor2_1,89
cell type report:
class / instances / area share, %
Inverter: 133 / 0.599
Timing Repair Buffer: 251 / 2.51
Sequential cell: 1650 / 57.7
Tap cell: 2370 / 3.56
Clock buffer: 225 / 5.73
Antenna cell: 3 / 0.00901
Clock inverter: 183 / 1.50
Multi-Input combinational cell: 2731 / 28.4
cells in the final DEF (no fill, tap or decap), types with 118 or more instances in the layout:
cell type     n
a21oi_1     192
a22oi_1     218
buf_4       183
clkbuf_16   181
dfxtp_1     125
edfxtp_1   1488
ha_1        118
inv_1       211
mux4_2      288
nand2_1     179
nand3_1     137
nor2_1      241
o21ai_0     122
per-stage QoR:
step           utilization, %  worst slack (ps)  hold slack (ps)  power [uW]  cells
2_1_floorplan               -             10670              310        3030   4855
3_3_place_gp             42.6             10670              314        3030   7136
3_5_place_dp             42.6             10670              318        3030   7136
4_1_cts                  46.0             12840             -331        5580   7543
5_1_grt                  46.0             12810             -282        5700   7543
6_report                 46.0             12800             -284        5530   7546
power groups by stage:
stage | clock [uW] | combinational, uW | sequential, uW
6_report | 2600 | 0.00727 | 2930
4_1_cts | 2650 | 0.00727 | 2930
5_1_grt | 2770 | 0.00727 | 2930
cell families (layout without fill, tap and decap cells):
| logic type | Yosys count | in the layout | synth area share, % |
|---|---|---|---|
| flops | 1650 | 1650 | 65.6 |
| fa+ha+maj | 126 | 126 | 2.21 |
| other cells | 0 | 3 | 0 |
| simple gates | 990 | 990 | 6.64 |
| buf+inv | 474 | 792 | 2.67 |
| compound gates | 1098 | 1098 | 11.0 |
| mux | 405 | 405 | 10.5 |
| xor+xnor | 112 | 112 | 1.34 |
worst min-delay path, delay by kind of cell:
family | cells | cell delay [ps]
buf+inv | 3 | 360
routing by layer:
| layer | routed length [um] | share of wire (%) | GRT usage [%] | up-vias |
|---|---|---|---|---|
| met1 | 84100 | 35 | 36.3 | 23300 |
| met2 | 110000 | 45 | 40.4 | 3309 |
| met5 | 438 | 0.18 | 1.87 | - |
| li1 | - | - | - | 20000 |
| met3 | 38300 | 16 | 18.8 | 522 |
| met4 | 9430 | 3.9 | 8.76 | 16 |
final timing paths:
kind,depth (start not counted),endpoint
max,3,IF_ID_NPC[6]$_DFFE_PN_
min,3,IF_ID_NPC[10]$_DFFE_PN_
max reg2reg,11,EX_MEM_ALUOUT[27]$_DFFE_PP_
min reg2reg,0,ID_EX_NPC[11]$_DFF_P_
max in group asynchronous,3,NPC[6]$_DFF_PP0_
max in group clk0,1,NPC[2]
min in group clk0,1,WB_OUT[27]
min in group asynchronous,3,NPC[4]$_DFF_PP0_
No activity file was given, so power comes from the tool's default toggle rates.
